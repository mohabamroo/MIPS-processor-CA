==> /design/flow/design.v <==
module IDEX(clk, inc_pc, read_data_1, read_data_2,
	sign_extended, rt, rd, mem_read, mem_write, mem_to_reg,
	reg_write, reg_dest, branch, alu_op, alu_src,
	inc_pc_reg, read_data_1_reg, read_data_2_reg, sign_extended_reg,
	rt_reg, rd_reg, mem_read_reg, mem_write_reg,
	mem_to_reg_reg, reg_write_reg, reg_dest_reg, branch_reg,
	alu_op_reg, alu_src_reg);
input [31:0] inc_pc, read_data_1, read_data_2, sign_extended;
input [4:0] rt, rd;
input clk, mem_to_reg, reg_write, branch, mem_read, mem_write, reg_dest, alu_src;
input [2:0] alu_op;
output reg [31:0] inc_pc_reg, read_data_1_reg, read_data_2_reg, sign_extended_reg;
output reg [4:0] rt_reg, rd_reg;
output reg mem_to_reg_reg, reg_write_reg, branch_reg, mem_read_reg, mem_write_reg, reg_dest_reg, alu_src_reg;
output reg [2:0] alu_op_reg;
always @ (posedge clk)
begin
	inc_pc_reg <= inc_pc;
	read_data_1_reg <= read_data_1;
	read_data_2_reg <= read_data_2;
	sign_extended_reg <= sign_extended;
	rt_reg <= rt;
	rd_reg <= rd;
	mem_to_reg_reg <= mem_to_reg;
	reg_write_reg <= reg_write;
	branch_reg <= branch;
	mem_read_reg <= mem_read;
	mem_write_reg <= mem_write;
	reg_dest_reg <= reg_dest;
	alu_src_reg <= alu_src;
	alu_op_reg <= alu_op;
end
endmodule
==> /design/flow/run.sh <==
#!/bin/bash
# OpenROAD 26Q1-2900-gdf79404cd8, Yosys 0.63+post, stock flow scripts
make -C /OpenROAD-flow-scripts/flow DESIGN_CONFIG=/design/flow/config.mk WORK_HOME=/design/flow/orfs finish
==> /design/flow/config.mk <==
export PLATFORM = sky130hd
export DESIGN_NAME = IDEX
export DESIGN_NICKNAME = IDEX
export VERILOG_FILES = /design/flow/design.v
export SDC_FILE = /design/flow/constraint.sdc
export NUM_CORES = 4
export LEC_CHECK = 1
export CORE_AREA = 10 10 144 144
export DIE_AREA = 0 0 154 154
==> /design/flow/constraint.sdc <==
current_design IDEX

set clk_period 1.0
set clk_io_pct 0.2

create_clock -name clk0 -period $clk_period [get_ports {clk}]

set non_clock_inputs [all_inputs -no_clocks]
set_input_delay [expr $clk_period * $clk_io_pct] -clock clk0 $non_clock_inputs
set_output_delay [expr $clk_period * $clk_io_pct] -clock clk0 [all_outputs]
==> results.yml <==
# yosys + openroad results
status:
  status: "finished with violations"
  failed_checks: "negative setup slack"
floorplanning:
  core_area_sq_mm: 0.01748
  chip_area_sq_mm: 0.02372
  pin_count: 297
  die_x_um: 154
  rows: 48
  die_y_um: 154
  initial_core_util_pct: 16.95
routing:
  highest_layer: "met4"
  wl_per_cell_um: 15.35
  drc: 0
  diodes: 0
  dr_wl_met3_mm: 1.783
  routed-wl-met2_mm: 5.331
  wirelength_mm: 10.76
  wl_met1_mm: 3.479
  viasPerCell: 3.223
  final_antenna_net_count: 0
  drt_iter0_drc: 79
  firstDrtPassIters: 3
  vias: 2259
timing:
  post-route-period-util_pct: 102.9
  worstMarginPinSlew_ns: 0.1748
  finalHoldViolations: 0
  clock.fmax_ghz: 0.9718
  holdWs_ns: 0.2213
  finalWorstSetupSlack_ns: -0.02907
  finalSetupViolations: 120
  slew_headroom_pct: 88.35
  slew_violations: 0
  fin_crit_ns: 1.029
  rsz0062_at_grt: "true"
cts:
  postCtsSetupBuffers: 0
  tritoncts: "done"
  cts_sinks: 148
  cts_max_level: 4
  cts.path.max_buffers: 2
  path_clk_slew_ns: 0.07
  ctsHoldBuffers: 0
  cts-root-buf: "clkbuf_16"
  cts_buffers: 17
critical_path:
  slowest_delay_ns: 0.32
  cp_max_fo: 1
  crit_slowest_cell: "dfxtp_2"
  crit_chain: "buf_6"
  cp_top_family: "flip-flops"
  cp.arrival_ns: 0.83
  crit_buf_inv: 1
  cp.required_ns: 0.80
  worst-setup-path-type: "flip-flop to primary output"
  start_kind: "flip-flop"
  end_kind: "primary output"
global_routing:
  grt_overflow: 0
  grt_pass1_vias: 2467
  grtUsageTotal_pct: 8.612
  grt_first_pass_wirelength_mm: 15.59
  grt_max_degree: 17
  grt_antenna_before_repair: 0
finish:
  seqCellArea_sq_mm: 0.002984
  fillers: 1726
  lay_top_count: "clkdlybuf4s50_1"
  drive_gt1_share_pct: 41.39
  logic_area_sq_um: 0
  lay_top_cells: "clkdlybuf4s50_1 (148), buf_2 (141), dfxtp_1 (131)"
  area_delta_synth_final_pct: 106.3
  logic_gates: 0
logic_synthesis:
  yosysTopAreaCell: "dfxtp_1"
  synthesis.area_sq_mm: 0.002963
  synth.avg_cell_area_sq_um: 20.02
  synth.distinct_cells: 1
  area_leaders: "dfxtp_1 (100%)"
  synth_flops: 148
  ys_seq_share_pct: 100.0
  yosysCellCount: 148
  ys_area_sq_mm: 0.002963
  postSynthCellCount: 148
  synth_top_area_share_pct: 100.0
  ys_warn_count: 1
hold_path:
  hold_path.class: "input port to flip-flop"
  hold_end: "read_data_1_reg[6]$_DFF_P_"
  min-delay-start: "read_data_1[6]"
  min_path_cells: 1
placed_design:
  place_hpwl_mm: 8.976
  port-buffer-count: 296
  gp_congestion: 0.7740
power_and_ir_drop:
  leakage_nw: 2.701
  powerDensity_mw_per_mm2: 2176
  irDropWorstVdd_mv: 1.598
  totalPowerFinal_mw: 13.30
job:
  tool_warnings: 27
  maxCapViolCount: 0
[stage by stage]
stage	util (%)	setup TNS (ns)	setup WS (ns)	instances	cell area (sq um)
finish	34.98	-1.041	-0.02907	701	6113
global route	34.98	-8.302	-0.08374	701	6113
CTS	34.69	-5.375	-0.07221	701	6062
detailed placement	35.52	-0.04320	-0.02753	669	6207
global placement	35.52	-0.04151	-0.02941	669	6207
floorplan	-	0	0.5385	148	2963
[report_power, final]
group	internal, mW	switching [mW]	leakage (nW)
sequential	6.22	0.0647	1.25
combinational	0.705	0.145	1.18
clock	3.57	2.60	0.276
[Yosys cell counts, drive strengths merged]
cell and n:
dfxtp 148
[routing by layer]
metal	vias to the layer above	global-route usage [%]
met3	8	6.902
li1	1091	-
met4	0	1.395
met5	-	0
met2	165	14.28
met1	995	8.285
[cell families after synthesis]
| kind of cell | after synthesis | synth area share (%) |
|---|---|---|
| DFF | 148 | 100.0 |
[cell type report]
class,count,area share (%)
repair buffers,296,37.07
flip-flops and latches,148,48.81
clock inverters,14,2.333
well taps,225,4.605
clock buffers,18,7.184
[how the worst max path moves through the flow]
stage | slack (ns) | to | start | cells past startpoint
4_1_cts | -0.07 | sign_extended_reg[16] | sign_extended_reg[16]$_DFF_P_ | 1
5_1_grt | -0.08 | read_data_1_reg[6] | read_data_1_reg[6]$_DFF_P_ | 1
6_report | -0.03 | sign_extended_reg[16] | sign_extended_reg[16]$_DFF_P_ | 1
[what timing repair did]
action	4_1_cts	5_1_grt
endpoints found under the setup margin	148	148
resized	488	17
cloned	0	0
pin swaps	0	0
Power figures rest on the tool's default switching activity, not on a simulated workload.
