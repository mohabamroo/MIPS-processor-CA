`design/flow/config.mk`:
```
export PLATFORM = sky130hd
export DESIGN_NAME = ALU
export DESIGN_NICKNAME = ALU
export VERILOG_FILES = /design/flow/design.v
export SDC_FILE = /design/flow/constraint.sdc
export NUM_CORES = 4
export LEC_CHECK = 1
export CORE_UTILIZATION = 50
```
`design/flow/constraint.sdc`:
```
current_design ALU

set clk_period 15.8
set clk_io_pct 0.2

create_clock -name clk0 -period $clk_period

set non_clock_inputs [all_inputs -no_clocks]
set_input_delay [expr $clk_period * $clk_io_pct] -clock clk0 $non_clock_inputs
set_output_delay [expr $clk_period * $clk_io_pct] -clock clk0 [all_outputs]
```
`design/flow/design.v`:
```
module ALU(in1, in2, aluop, outRes, zeroflag, shamt);
	input [31:0] in1;
	input [31:0] in2;
	input [2:0] aluop;
	input [4:0] shamt;
	output reg [31:0] outRes;
	output reg zeroflag;
	always @ (in1, in2, aluop)
	begin
		if(in1 == in2)
		begin zeroflag = 1; end
		else
		begin zeroflag = 0; end
		case(aluop)
			0: outRes = in1 + in2;	 
			1: outRes = in1 - in2;	 
			2: outRes = in1 && in2;	 
			3: outRes = in1 || in2;	 
			4: outRes = in1 < in2;	 
			5: outRes = ~(in1 | in2);  
			6: outRes =  in1 << shamt;  
			7: outRes = in1 >> shamt;  
		endcase
	end
endmodule
module alu_test();
	reg [31:0] x, y;
	reg [2:0] sel;
	wire [31:0] res;
	wire zeroflag;
	initial begin
		x = 5; y = 5; sel = 0;
		#10 $display("The resut is %d", res);
		$display("flag: %d", zeroflag);
	end
	always @ (x, y, sel);
		ALU test(x, y, sel, res, zeroflag);
endmodule
```
`design/flow/run.sh`:
```
#!/bin/bash
# OpenROAD 26Q1-2900-gdf79404cd8, Yosys 0.63+post, stock flow scripts
make -C /OpenROAD-flow-scripts/flow DESIGN_CONFIG=/design/flow/config.mk WORK_HOME=/design/flow/orfs finish
```
==> summary.txt <==
Implementation numbers.

- The number of setup buffers added after CTS is 0.
- During placement, the flow inserted port buffers numbering 105.
- According to the report, the first pass of detailed routing completed in 6 iterations.
- The worst IR drop on VDD reads 0.02061 mV.
- The sort of element at the start of the critical path is a primary input.
- The number of global-route vias before repair is 9081.
- The post-layout minimum cycle time is 10.52 ns.
- The summed instance area of the synthesized netlist is 8104 um2.
- The cell taking the most area after synthesis is sky130_fd_sc_hd__ha_1.
- The worst hold path was traced through 5 stages.
- The width of the chip is 129.3 um.
- The worst path meets setup with 5.279 ns of slack.
- The share of the Yosys chip area taken by registers is 0.
- The run reported a max-capacitance violation count of 0.
- Post-CTS repair ended up resizing 0 cells.
- From bottom edge to top edge, the die measures 129.3 um.
- The flow measured a signed area growth from synthesis to layout of 13.60%.
- The area taken by flip-flops and latches is 0 um2.
- The flow ran to the end, and the final reports show no timing, DRC or antenna violations.
- The post-cts hold-fix buffer tally is 0.
- Counting the warning lines in the Yosys log gives 1.
- The share of synthesized area in the top cell type comes to 0.1467.
- The synthesized area divided by synthesized cell count is 6.686 um2.
- The placer's final routability congestion estimate reads 1.108.
- The cell count listed in synth_stat.txt reads 1212.
- In this run the count of I/O pins placed on the die edge is 105.
- The final antenna-violating net count reads 0.
- Sorting the synthesized cells by how often they occur yields 127 x sky130_fd_sc_hd__nor2_1, 117 x sky130_fd_sc_hd__a21oi_1, 98 x sky130_fd_sc_hd__inv_1.
- The setup slack at placement reads 5.392 ns.
- The main area contributors are sky130_fd_sc_hd__ha_1 15%, sky130_fd_sc_hd__mux2i_1 11%, sky130_fd_sc_hd__a21oi_1 7.2%.
- The total power consumption of the routed design is 357.8 uW.
- The yosys stat chip area is 8104 um2.
- Measured against its own limit, the worst slew margin works out to 0.3739.
- The initial antenna violation count is 1.
- The detailed-route wire length reads 38660 um.
- The endpoint arrival time on the critical path is 7.36 ns.
- The core utilization before placement is 0.5120.
- The number of DRC markers in iteration 0 is 1453.
- The number of DRC violations after detailed routing is 0.
- The number of distinct standard cells referenced by the synthesized netlist reads 83.
- The worst setup path is captured at a primary output.
- The full die area reads 16720 um2.
- Setup violations remaining at the end of the flow were counted as 0.
- The first global-routing pass estimated 56170 um of wire.
- The gate count after technology mapping is 1212.
- The largest net degree at the start of global routing reads 67.
- The layout summary lists the proportion of cells stronger than drive strength 1 as 0.06385.
- The core box area reads 15830 um2.
- In the final report, the number of pins over their slew limit comes to 0.
- The sequential cell count reads 0.
- For this run, the share of the core covered by cells in the final layout is 0.5817.
- Per the timing report, the biggest fanout along the worst path comes to 9.
- The min-delay analysis places its worst path in the category primary input to primary output.
- Setup repair after global routing left no endpoint under its margin.
- In the global route stage, overall resource usage came out at 0.4632.
- The post-route worst hold slack is 7.450 ns.
- At the pin with the least slew margin, the transition time is 0.9293 ns.
- The kind of critical path reads primary input to primary output.
- The OpenROAD warning count reads 96.
- The launch point of the worst hold path is shamt[3].
- The maximum clock frequency reads 95.05 MHz.
- The leading cell type by number of instances after synthesis is sky130_fd_sc_hd__nor2_1.
- The count of clock buffers in the final design is 0.
- Summed over all nets, the half-perimeter wirelength after detailed placement is 30780 um.
- The via count of the routed design is 10296.
- The total number of placement rows is 46.
- The hold-critical path endpoint is outRes[6].
- The leakage power in the latest report is 3.985 nW.
- The aggregate negative setup slack reads 0 ns.
- The post-route clock period utilization is 0.6659.
- The areal power density over the cells is 38.87 nW/um2.
- The detail-routed net length per standard cell reads 26.30 um.
- The critical path data required time is 12.64 ns.
- The final number of hold-violating endpoints is 0.
- The overflow left after global routing is 0.
- For this run, the detailed router reports a per-instance via density of 7.004.
how the worst max path moves through the flow:
stage / slack [ns] / from / cells past startpoint / to
CTS: 5.38 / in1[1] / 12 / outRes[27]
global route: 5.09 / in1[4] / 12 / outRes[25]
finish: 5.28 / in1[4] / 12 / outRes[0]
logic make-up (layout without fill, tap and decap cells):
logic type      Yosys count  in the layout  synth area share
buf+inv                 185            226           0.09047
fa+ha+maj                98             98            0.1528
simple gates            382            382            0.2206
xor+xnor                 18             18           0.01945
mux                     125            125            0.1823
compound gates          404            404            0.3343
other cells               0              1                 0
layout by cell type (no fill, tap or decap), types with 10 or more instances in the layout:
cell,count
sky130_fd_sc_hd__o21ai_0,82
sky130_fd_sc_hd__nand3_1,22
sky130_fd_sc_hd__a22oi_1,13
sky130_fd_sc_hd__inv_1,97
sky130_fd_sc_hd__nor3_1,35
sky130_fd_sc_hd__mux2i_1,88
sky130_fd_sc_hd__nand2_1,94
sky130_fd_sc_hd__buf_4,21
sky130_fd_sc_hd__o211ai_1,23
sky130_fd_sc_hd__a21oi_1,117
sky130_fd_sc_hd__xnor2_1,17
sky130_fd_sc_hd__nor4_1,27
sky130_fd_sc_hd__ha_1,95
sky130_fd_sc_hd__a31oi_1,12
sky130_fd_sc_hd__nor2_1,127
sky130_fd_sc_hd__mux2_2,21
sky130_fd_sc_hd__mux4_2,16
sky130_fd_sc_hd__nor2b_1,11
sky130_fd_sc_hd__o31ai_1,13
sky130_fd_sc_hd__and2_1,10
sky130_fd_sc_hd__a211oi_1,18
sky130_fd_sc_hd__clkdlybuf4s50_1,101
stage by stage:
| step | std cells | cell area, um2 |
|---|---|---|
| after CTS | 1469 | 9204 |
| after global placement | 1469 | 9204 |
| final | 1470 | 9206 |
| after global routing | 1469 | 9204 |
| after floorplan | 1212 | 8104 |
| after detailed placement | 1469 | 9204 |
where the power goes:
group	switching, mW	internal (mW)	total, mW
combinational	0.221	0.137	0.358
clock	0	0.000000000875	0.000000000882
sequential	0	0	0
total	0.221	0.137	0.358
worst max-delay path, cell delays in order:
cell and delay (ns):
sky130_fd_sc_hd__clkdlybuf4s50_1 0.70, sky130_fd_sc_hd__inv_1 0.19, sky130_fd_sc_hd__ha_1 0.45, sky130_fd_sc_hd__and2b_1 0.23, sky130_fd_sc_hd__a211o_1 0.32, sky130_fd_sc_hd__o2111a_1 0.35, sky130_fd_sc_hd__o2111ai_2 0.27, sky130_fd_sc_hd__nand2_1 0.15
sky130_fd_sc_hd__a21oi_1 0.51, sky130_fd_sc_hd__nor2b_1 0.10, sky130_fd_sc_hd__o41ai_1 0.38, sky130_fd_sc_hd__clkdlybuf4s50_1 0.54
cell type report:
type,instances,area (um2)
well taps,216,270.3
repair buffers,125,1184
multi-input cells,1027,7371
inverters,101,379.1
diodes,1,2.502
fillers,1542,6621
layer usage:
layer / wire, um / GRT usage / up-vias
met3: 5704 / 0.1510 / 117
met2: 15770 / 0.6600 / 788
met1: 15480 / 0.6541 / 4788
met5: 0 / 0 / -
met4: 1702 / 0.1633 / 0
li1: - / - / 4603
Power figures rest on the tool's default switching activity, not on a simulated workload.
