<file path="design/flow/constraint.sdc">
current_design registers

set clk_period 20.1
set clk_io_pct 0.2

create_clock -name clk0 -period $clk_period

set non_clock_inputs [all_inputs -no_clocks]
set_input_delay [expr $clk_period * $clk_io_pct] -clock clk0 $non_clock_inputs
set_output_delay [expr $clk_period * $clk_io_pct] -clock clk0 [all_outputs]
</file>
<file path="design/flow/run.sh">
#!/bin/bash
# OpenROAD 26Q1-2900-gdf79404cd8, Yosys 0.63+post, stock flow scripts
make -C /OpenROAD-flow-scripts/flow DESIGN_CONFIG=/design/flow/config.mk WORK_HOME=/design/flow/orfs finish
</file>
<file path="design/flow/design.v">
module registers(data1, data2, rs, rt, rd, regWrite, writeData);
input regWrite;
output reg [31:0] data1, data2;
input [4:0] rs, rd, rt;
input [31:0] writeData;
reg [31:0] regs [0:31];
initial
begin
    regs[0] = 32'd0;
    regs[1] = 32'd5;
    regs[2] = 32'd10;
    regs[3] = 32'd16;
end
always @ (rs, rt, rd, regWrite, writeData)
begin
    if(regWrite)
		if(rd != 5'd0)
    regs[rd] = writeData;
	if(rs == 5'd0)
		data1 = 32'd0;
	else
		data1 = regs[rs][31:0];
	if(rt == 5'd0)
		data2 = 32'd0;
	else
		data2 = regs[rt][31:0];
end
endmodule
module rg_test();
    reg [31:0] writeData;
    reg regWrite;
    reg [4:0] rs, rd, rt;
	wire [31:0] data1, data2;
	initial begin
		rs = 5'd3; rt = 5'd3; rd = 5'd3;
		regWrite = 1; 
		#0 writeData = 32'd40;
		#40 $display("The resut is %d %d", data1, data2);
	end
	always @ (rs, rt, rd, regWrite, writeData);
		registers test(data1, data2, rs, rt, rd, regWrite, writeData);
endmodule
</file>
<file path="design/flow/config.mk">
export PLATFORM = sky130hd
export DESIGN_NAME = registers
export DESIGN_NICKNAME = registers
export VERILOG_FILES = /design/flow/design.v
export SDC_FILE = /design/flow/constraint.sdc
export NUM_CORES = 4
export LEC_CHECK = 1
export CORE_UTILIZATION = 50
</file>
==> flow_summary_export.csv <==
group,metric,value,unit
logic_synthesis,ys_cells,6404,
logic_synthesis,syn_inst,6404,
clock_network,post-cts-setup-buffers,0,
global_route,overflow,1353,
placed_design,dpl.hpwl,298000,microns
logic_synthesis,postSynth.asyncResetShare,0,%
logic_synthesis,yosys_warnings,3010,
logic_synthesis,avgSynthCellArea,7.37,sq um
placed_design,portBuffers,112,
placed_design,gp_congestion,1.55,
placed_design,dp.cells,7696,
global_route,grt_start_max_net_pins,60,
global_route,grt_pass1_wl,621000,microns
final_timing,unclocked_pins,992,
outcome,lastStage,"5_1_grt",
logic_synthesis,synth_area,47200,sq um
final_timing,unconstrained_endpoints,992,
logic_synthesis,enable_flop_cells,0,
outcome,firstError,"[ERROR GRT-0116] Global routing finished with congestion. Check the congestion regions in the DRC Viewer.",
logic_synthesis,yosys_area,47200,sq um
floorplanning,rows,112,
logic_synthesis,ys_ff,992,
logic_synthesis,ys_types,92,
logic_synthesis,yosys_most_used_dff,"dlxtn_1",
floorplanning,fp_util,50.5,%
floorplanning,die_h,309,microns
clock_network,cts_resized,0,
floorplanning,ios,112,
global_route,grt_pass1_vias,70000,
floorplanning,die_x,309,microns
clock_network,hold_buffers,0,
outcome,outcome,"stopped before the end",
global_route,groute.usage.overall,95.9,%
[metrics by stage]
| stage | setup WS, ns | hold slack (ns) | area [sq um] | util (%) |
|---|---|---|---|---|
| 4_1_cts | 6.77 | 9.00 | 52500 | 56.2 |
| 3_5_place_dp | 6.80 | 9.00 | 52500 | 56.2 |
| 3_3_place_gp | 6.76 | 9.01 | 52500 | 56.2 |
| 2_1_floorplan | 9.83 | 8.32 | 47200 | - |
[layer usage]
metal	GRT overflow	GRT usage (%)
met1	218	96.7
met3	286	92.7
met2	480	99.9
met5	42	83.3
met4	327	93.3
[cells by family after synthesis]
logic type / synth area share [%]
latches: 31.6
multiplexers: 10.2
AND/OR/NAND/NOR: 19.9
buffers and inverters: 5.99
AND-OR/OR-AND: 32.3
XOR/XNOR: 0.0743
[cell usage after synthesis (16+ instances only)]
library cell / count / share of area [%]
nand2_1: 1236 / 9.8
dlxtn_1: 992 / 32
o21ai_0: 480 / 5.1
clkbuf_1: 449 / 3.6
mux2_2: 359 / 8.6
a22oi_1: 321 / 5.1
nor2_1: 283 / 2.3
a21oi_1: 257 / 2.7
a221oi_1: 189 / 3.5
nand3_1: 131 / 1.4
a22o_1: 130 / 2.4
nor3_1: 130 / 1.4
inv_1: 112 / 0.89
nor4_1: 87 / 1.2
o2bb2ai_1: 87 / 1.6
o22ai_1: 86 / 1.1
nand4_1: 81 / 1.1
buf_2: 77 / 0.82
a31oi_1: 76 / 1.0
buf_1: 76 / 0.60
mux2i_1: 70 / 1.5
o2111ai_1: 69 / 1.3
a211oi_1: 54 / 0.86
a221o_1: 41 / 0.87
o211ai_1: 38 / 0.60
a2111oi_0: 35 / 0.65
a32oi_1: 30 / 0.56
a211oi_2: 25 / 0.66
o31ai_1: 24 / 0.38
o41ai_1: 23 / 0.43
a21o_1: 21 / 0.33
a2bb2oi_1: 20 / 0.37
a32o_1: 20 / 0.42
and3_1: 20 / 0.27
o221ai_1: 18 / 0.33
or4_1: 18 / 0.29
a41oi_1: 16 / 0.30
